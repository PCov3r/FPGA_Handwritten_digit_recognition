===== ./run.sh =====
#!/bin/bash
# OpenROAD 26Q1-2900-gdf79404cd8, Yosys 0.63+post, stock flow scripts
make -C /OpenROAD-flow-scripts/flow DESIGN_CONFIG=/design/flow/config.mk WORK_HOME=/design/flow/orfs finish

===== ./config.mk =====
export PLATFORM = sky130hd
export DESIGN_NAME = relu
export DESIGN_NICKNAME = relu
export VERILOG_FILES = /design/flow/design.v
export SDC_FILE = /design/flow/constraint.sdc
export NUM_CORES = 4
export LEC_CHECK = 1
export CORE_AREA = 10 10 70 70
export DIE_AREA = 0 0 80 80

===== ./constraint.sdc =====
current_design relu

set clk_period 1.6
set clk_io_pct 0.2

create_clock -name clk0 -period $clk_period

set non_clock_inputs [all_inputs -no_clocks]
set_input_delay [expr $clk_period * $clk_io_pct] -clock clk0 $non_clock_inputs
set_output_delay [expr $clk_period * $clk_io_pct] -clock clk0 [all_outputs]

===== ./design.v =====
`timescale 1ns / 1ps
module relu #(parameter WIDTH = 8)(
    input signed [4*WIDTH-1:0] data_in,
    output signed [2*WIDTH-1:0] data_out
    );
    wire signed [4*WIDTH-1:0] temp;
    assign temp = (data_in > 0)? data_in:0;  
    assign data_out = temp >> 8;  
endmodule

==> flow_summary.toml <==
# yosys + openroad results
[outcome]
outcome = "finished, final reports clean"

[pwr]
p_leak_nw = 0.2444
comb_power_share = 1.000
p_int_uw = 72.84
p_sw_frac = 0.2380
power.share.clock = 0
power_uw = 95.59
seq_power_share = 0
power.switching_uw = 22.75
ir_drop_mv = 0.09127
power_density_nw_per_um2 = 185.0

[drt]
drt_iter0_drc = 0
wirelength_um = 1223
via_per_inst = 2.458
final_antenna_net_count = 0
n_antenna_cell = 0
drc = 0
dr_total_vias = 236
wl_per_cell_um = 12.74
first_pass_iters = 1

[timing]
fmax_ghz = 0.6750
rsz0062_at_grt = "false"
setup_slack_ps = 118.4
hold_viol_final = 0
maxSlewHeadroom = 0.8800
min_period_ps = 1482
fin_crit_sh = 0.9260
slew_violations = 0
worst_slew_pin_slew_ps = 180.1
setup_viol = 0

[global_route]
grt_pass1_wl_um = 1711
grt_usage = 0.03579
grt_antenna_before_repair = 0
grt_max_degree = 11
overflow = 0
grt_pass1_vias = 278

[yosys]
synth_seq_share = 0
synth_top_area_share = 0.4261
yosys_cells = 17
synth_top_cell_by_area = "nor2b_2"
synth.area.top_cells = "nor2b_2 43%, and2b_2 37%, nor2b_1 13%"
syn_area_um2 = 143.9
ys_types = 4
syn_area_per_cell_um2 = 8.464
ys_area_um2 = 143.9
synth_warnings = 0
postSynthCellCount = 17

[setup_path]
crit_path_end_kind = "output pin"
critPathBufInv = 2
crit_path_top_delay_cell = "clkdlybuf4s50_1"
crit_chain = "clkdlybuf4s50_1 > and2b_2 > dlygate4sd2_1"
worstPathRequired_ps = 1280
path_max_fanout = 1
startpoint_type = "input pin"
critPathArrivalTime_ps = 1160
cp_top_family = "buffers and inverters"
max_stage_delay_ps = 400
crit_type = "in -> out"

[layout]
syn2layout_area_growth_pct = 259.1
final_cell_area_um2 = 516.7
clkbuf_count = 0
layout-drive-gt1-share = 0.3200
final_layout_top_logic_cells = "16 x clkdlybuf4s50_1, 16 x dlygate4sd2_1, 7 x nor2b_2"
fillers = 400
seqCellArea_um2 = 0
ff_count = 0
combGateArea_um2 = 140.1

[placed_design]
dp_hpwl_um = 1191
dpl_cell_area_um2 = 528.0
gp_congestion = 0.6950
numPortBuffers = 33
place_ws_ps = -416.7

[flow_run]
maxCapViolCount = 0
warnings = 50

[floorplan]
io_pins = 48
fp.dieW_um = 80
die_area_um2 = 6400
fp_util = 0.04212
row_count = 21
die_y_um = 80
core_area_um2 = 3416

[clock_tree]
post_cts_buffers = 0

[worst_hold_path]
hold_class = "in -> out"
## per-stage QoR
step                      TNS (ps)  std cells  hold WS [ps]    util
final                            0         96          1203  0.1513
after global placement       -5417         96          1596  0.1546
after CTS                        0         96          1214  0.1513
after global routing             0         96          1249  0.1513
after floorplan                  0         17         703.0       -
after detailed placement     -5656         96          1575  0.1546
## cell type report
| class | instances | share of cell area |
|---|---|---|
| Timing Repair Buffer | 34 | 0.6174 |
| Multi-Input combinational cell | 16 | 0.2712 |
| Tap cell | 46 | 0.1114 |
## logic make-up (layout without fill, tap and decap cells)
group / Yosys count / count (layout) / synth area share
buffers and inverters: 1 / 34 / 0.07826
AND/OR/NAND/NOR: 16 / 16 / 0.9218
## power groups by stage
stage         logic [mW]  clock network [mW]  registers (mW)
CTS               0.0994                   0               0
global route       0.104                   0               0
finish            0.0956                   0               0
## worst paths after layout
| check | start | end | cells after the start | slack, ps |
|---|---|---|---|---|
| setup / recovery | data_in[16] | data_out[8] | 3 | 120 |
| hold / removal | data_in[31] | data_out[4] | 3 | 1200 |
## per-layer routing
layer / vias up / wire (um) / GRT usage
met5: - / 0 / 0
met2: 17 / 612 / 0.06100
li1: 116 / - / -
met4: 0 / 0 / 0
met3: 0 / 181 / 0.02159
met1: 103 / 430 / 0.03955
## Yosys cell counts
cell type	count
and2b_2	6
buf_6	1
nor2b_1	3
nor2b_2	7
## repair_timing
item / CTS / global route
setup endpoints to repair: 16 / 0
hold buffers: 0 / 0
gates resized: 20 / 0
Power is estimated from default activity; no workload was simulated.
