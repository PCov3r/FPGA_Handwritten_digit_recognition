**./design.v**
```verilog
`timescale 1ns / 1ps
module avg_pooling(
    input clk,
    input pool_en,
    input [7:0] in1,
    input [7:0] in2,
    input [7:0] in3,
    input [7:0] in4,
    output [7:0] out,
    output  pool_done
    );
    reg [15:0] pool_out;
    always @(posedge clk) begin
        if(pool_en == 1) begin
            pool_out <= (in1+in2+in3+in4)>> 2;  
        end
    end
    assign out = pool_out[7:0];
    assign pool_done = (pool_out==(in1+in2+in3+in4)>> 2)? 1:0;
endmodule
```
**./run.sh**
```bash
#!/bin/bash
# OpenROAD 26Q1-2900-gdf79404cd8, Yosys 0.63+post, stock flow scripts
make -C /OpenROAD-flow-scripts/flow DESIGN_CONFIG=/design/flow/config.mk WORK_HOME=/design/flow/orfs finish
```
**./config.mk**
```make
export PLATFORM = sky130hd
export DESIGN_NAME = avg_pooling
export DESIGN_NICKNAME = avg_pooling
export VERILOG_FILES = /design/flow/design.v
export SDC_FILE = /design/flow/constraint.sdc
export NUM_CORES = 4
export LEC_CHECK = 1
export CORE_AREA = 10 10 111 111
export DIE_AREA = 0 0 121 121
```
**./constraint.sdc**
```tcl
current_design avg_pooling

set clk_period 12.9
set clk_io_pct 0.2

create_clock -name clk0 -period $clk_period [get_ports {clk}]

set non_clock_inputs [all_inputs -no_clocks]
set_input_delay [expr $clk_period * $clk_io_pct] -clock clk0 $non_clock_inputs
set_output_delay [expr $clk_period * $clk_io_pct] -clock clk0 [all_outputs]
```
==> flow_summary.ini <==
; implementation run metrics
[run]
warning_count = 25
cap_violations = 0

[clock_network]
cts.clk_slew.worst_paths_ns = 0.04
hold_buffers = 0
cts_tree = yes
post_cts.repair.setup_buffers = 0
cts_resized = 0
h-tree-depth = 1
root_buffer = clkbuf_8
cts_buffers = 3
cts_buffer_depth = 2
cts.sinks = 8

[min_path]
min_from = pool_en
hold_class = in -> reg

[floorplanning]
boundaryPins = 43
fp-row-count = 36
dieArea_mm2 = 0.01464
die_h_um = 121
fp.dieW_um = 121
fp_util_pct = 12.47
core_mm2 = 0.009864

[timing]
period_needed_ns = 8.857
setup_viol_count_final = 0
fin_crit_sh_pct = 68.66
drv_slew = 0
setup_tns_ns = 0
fmax_mhz = 112.9
worstMarginPinSlew_ns = 0.3999
timing.final.hold_violations = 0
grt_setup_unrepaired = false
slew_headroom_pct = 73.18

[logic_synthesis]
synth_cells = 130
synth_seq_share_pct = 19.53
ff_type = edfxtp_1
synth_flops = 8
avgSynthCellArea_um2 = 9.461
synth_area_mm2 = 0.001230
ys_chip_area_mm2 = 0.001230
ys_cells = 130
yosysWarnings = 1
async_flop_share_pct = 0
edf_count = 8
ys_types = 30

[outcome]
status = complete, no violations

[placed_design]
gp_congestion = 0.7850
dp_hpwl_mm = 2.681
io_buffer_count = 42

[routing]
wire_per_inst_um = 9.455
drc_errors = 0
diodes = 0
initialDrtViolationCount = 31
dr.pass1.iters = 4
ant_nets = 0
drt-total-wl_mm = 2.912
drt-vias-per-instance = 3.146
num_vias = 969

[setup_path]
crit_type = in -> out
worstPathArrival_ns = 6.28
crit_chain = clkdlybuf4s50_1 > inv_1 > fa_1 > inv_1 > fa_1 > nand2_1 > nor2_1 > fa_1 > xor2_1 > xor2_1 > a211oi_1 > nand4_1 > nor4_2 > clkdlybuf4s50_1
cpPeakStageDelay_ns = 0.53
crit_top_cell = fa_1
setup.worst_path.start = in1[1]
cp_top_family = adder cells
cp_max_fo = 3
end_kind = output port
critical_path_buf_inv_count = 4
cp.required_ns = 10.32
cp-start-kind = input pin
cp_slowest_cell = fa_1

[global_routing]
antenna_found_initial = 0
grt_pass1_vias = 1022
grt_max_degree = 9
grtUsageTotal_pct = 4.232
grt-ovfl-total = 0
grt_pass1_wl_mm = 4.919

[cells_and_area]
largest_register_ffs = 8
area_growth_pct = 51.07
regMostFlops = pool_out
drive_above_1_share_pct = 4.571
reg_top3 = pool_out (8)
utilization_pct = 18.84

[power]
ir_drop_mv = 0.04728
power_density_mw_per_mm2 = 134.6
p_leak_nw = 0.8562
==> per-stage QoR <==
stage	instance area [µm²]	setup WS (ns)	hold WS, ns	power (mW)	instances
floorplan	1230	5.283	2.693	0.1653	130
global placement	1817	3.999	3.399	0.2223	305
CTS	1858	4.006	3.227	0.2548	308
detailed placement	1817	4.009	3.411	0.2230	305
global route	1858	3.780	3.252	0.2772	308
finish	1858	4.043	3.227	0.2502	308
==> Yosys cell counts, drive strengths merged (2+ instances only) <==
master,n,area share [%]
a211oi,3,2.2
a21o,5,3.1
a21oi,6,2.4
edfxtp,8,20
fa,16,26
ha,7,7.1
inv,45,14
nand2,3,0.92
nand3,3,1.2
nor2,5,1.5
nor3,3,1.2
or2,2,1.0
xnor2,3,2.1
xnor3,2,3.7
xor2,5,3.6
==> layout make-up <==
cell class | instances | area (µm²)
Tap cell | 133 | 166.4
Multi-Input combinational cell | 77 | 820.8
Sequential cell | 8 | 240.2
Clock buffer | 3 | 41.29
Fill cell | 1065 | 8006
Timing Repair Buffer | 42 | 420.4
Inverter | 45 | 168.9
==> placed cells by master (no fill, tap or decap), types with 2 or more instances in the layout <==
| cell type | count |
|---|---|
| nand2_1 | 3 |
| a21oi_1 | 6 |
| inv_1 | 45 |
| xor2_1 | 5 |
| or2_2 | 2 |
| clkbuf_8 | 3 |
| xnor2_1 | 3 |
| a21o_1 | 5 |
| clkdlybuf4s50_1 | 42 |
| nor2_1 | 5 |
| xnor3_1 | 2 |
| ha_1 | 7 |
| fa_1 | 16 |
| nand3_1 | 3 |
| a211oi_1 | 2 |
| edfxtp_1 | 8 |
| nor3_1 | 3 |
==> power by group <==
| group | total [mW] | leakage [nW] | internal, mW | switching, mW |
|---|---|---|---|---|
| clock | 0.0297 | 0.0216 | 0.0202 | 0.00948 |
| combinational | 0.166 | 0.756 | 0.0934 | 0.0730 |
| sequential | 0.0541 | 0.0782 | 0.0459 | 0.00821 |
| total | 0.250 | 0.856 | 0.160 | 0.0906 |
==> path summary, 6_finish.rpt <==
kind	end	slack [ns]	cells after the start
setup / recovery	pool_done	4.04	14
hold / removal	pool_out[5]$_DFFE_PP_	3.23	1
==> per-layer routing <==
layer	GRT usage, %	up-vias	part of all wire (%)
met5	0	-	0
met4	0.07541	0	0.21
met3	2.220	2	10
met2	6.156	31	40
met1	5.803	431	50
li1	-	505	-
==> cells by family after synthesis <==
group / Yosys count / share of synthesized area [%]
AND/OR/NAND/NOR: 22 / 9.970
adder cells (fa/ha/maj): 23 / 33.16
buffers and inverters: 45 / 13.73
AND-OR/OR-AND: 20 / 11.50
flip-flops: 8 / 19.53
XOR/XNOR: 11 / 11.29
multiplexers: 1 / 0.8139
Power figures rest on the tool's default switching activity, not on a simulated workload.
